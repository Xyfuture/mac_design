==> /design/flow/design.v <==
module input_register (
    input clk,
    input reset,
    input pulse,   
    input signed [3:0] in_a,   
    input signed [7:0] in_b,   
    output signed [3:0] out_a,  
    output signed [7:0] out_b   
);
reg signed [3:0] reg_a;   
reg signed [7:0] reg_b;   
always @(posedge clk or posedge reset) begin
    if (reset) begin
        reg_a <= 4'b0;
        reg_b <= 8'b0;
    end else if (pulse) begin
        reg_a <= in_a;
        reg_b <= in_b;
    end
end
assign out_a = reg_a;
assign out_b = reg_b;
endmodule
module signed_multiplier (
    input signed [3:0] a,    
    input signed [7:0] b,    
    output signed [11:0] product   
);
assign product = a * b;
endmodule
module accumulator (
    input clk,
    input reset,
    input pulse,   
    input signed [11:0] product_in,   
    output reg signed [25:0] acc_out   
);
always @(posedge clk or posedge reset) begin
    if (reset) begin
        acc_out <= 26'b0;
    end else if (pulse) begin
        acc_out <= acc_out + product_in;
    end
end
endmodule
module mac_unit (
    input clk,
    input reset,
    input pulse,   
    input signed [3:0] in_a,   
    input signed [7:0] in_b,   
    output signed [25:0] result,   
    output signed [3:0] out_a,  
    output signed [7:0] out_b   
);
wire signed [11:0] product;
wire signed [25:0] acc_out;
input_register u_input_register (
    .clk(clk),
    .reset(reset),
    .pulse(pulse),
    .in_a(in_a),
    .in_b(in_b),
    .out_a(out_a),
    .out_b(out_b)
);
signed_multiplier u_multiplier (
    .a(in_a),
    .b(in_b),
    .product(product)
);
accumulator u_accumulator (
    .clk(clk),
    .reset(reset),
    .pulse(pulse),
    .product_in(product),
    .acc_out(acc_out)
);
assign result = acc_out;
endmodule
==> /design/flow/run.sh <==
#!/bin/bash
# OpenROAD 26Q1-2900-gdf79404cd8, Yosys 0.63+post, stock flow scripts
make -C /OpenROAD-flow-scripts/flow DESIGN_CONFIG=/design/flow/config.mk WORK_HOME=/design/flow/orfs finish
==> /design/flow/config.mk <==
export PLATFORM = sky130hd
export DESIGN_NAME = mac_unit
export DESIGN_NICKNAME = mac_unit
export VERILOG_FILES = /design/flow/design.v
export SDC_FILE = /design/flow/constraint.sdc
export NUM_CORES = 4
export LEC_CHECK = 1
export CORE_UTILIZATION = 50
==> /design/flow/constraint.sdc <==
current_design mac_unit

set clk_period 6.6
set clk_io_pct 0.2

create_clock -name clk0 -period $clk_period [get_ports {clk}]

set non_clock_inputs [all_inputs -no_clocks]
set_input_delay [expr $clk_period * $clk_io_pct] -clock clk0 $non_clock_inputs
set_output_delay [expr $clk_period * $clk_io_pct] -clock clk0 [all_outputs]
==> results.env <==
GRT_RESOURCE_USAGE_TOTAL=0.234
HP-CLASS='reg2reg'
DRT_FIRST_ITER_VIOLATIONS=86
TIMING.RR.START='u_accumulator.acc_out[3]$_DFFE_PP0P_'
PLACER_CONGESTION_ESTIMATE=0.917
DR.PASS1.ITERS=4
ANTENNA-DIODE-COUNT=0
DPL.HPWL_MM=8.16
POST_DRT_WL_PER_CELL_MICRONS=15.1
WORSTMARGINPINSLEW_NS=0.533
ENDPOINT='u_accumulator.acc_out[22]$_DFFE_PP0P_'
DETAILEDPLACE.WORSTSLACK_NS=0.516
NUM_ROWS=35
BUFFER_PORTS.INSERTED=52
OPENROAD.WARNINGS=27
SLEW_VIOLATIONS=0
ARRIVAL_WORST_ENDPOINT_NS=5.95
MAX-CAP-VIOLATIONS=0
VIA_COUNT_OF_THE_FIRST_GLOBAL_ROUTING_PASS=3530
MAX-CLOCK-PATH-BUFFERS=2
FINAL.SETUP.TNS_NS=0
CRITPATHREQUIREDTIME_NS=6.78
POST-CTS-SETUP-BUFFER-COUNT=0
CRITICAL-PATH-TOP-DELAY-FAMILY='adder cells'
REG2REG_DEPTH=12
DPL.CELL_COUNT=667
DIE_AREA_SQ_MM=0.0101
SYNTH-ASYNC-RESET-RATIO=1.00
YOSYS_WARNINGS=2
WORSTSETUPPATHTYPE='in2reg'
CRITICAL-PATH-SLOWEST-CELL='sky130_fd_sc_hd__clkdlybuf4s50_1'
NUMBER_OF_CELLS_IN_THE_YOSYS_SYNTHESIS_REPORT=489
CRITICAL_PATH.N_BUFFERS_INVERTERS=3
SYN-CELL-AREA_SQ_MM=0.00486
WORSTSETUPPATHDEPTH=15
DIE_H_MICRONS=101
FINALWORSTSETUPSLACK_NS=0.832
TIMING.FINAL.HOLD_VIOLATIONS=0
SKEW_NS=0.00532
GRT_START_MAX_NET_PINS=41
CRITPATHMAXSTAGEDELAY_NS=0.58
SYNTH-MAIN-FF-CELL='sky130_fd_sc_hd__dfrtp_1'
LAYOUT.CELLS.NON_FILLER=675
HOLD_BUFFERS=0
MAXSLEWHEADROOM=0.644
TIMING.FINAL.SETUP_VIOLATIONS=0
SYNTH-EDFF-COUNT=0
FLOORPLAN_DIE_WIDTH_MICRONS=101
WL_MM=10.2
CRITICAL_PATH_PEAK_FANOUT=10
CLKSINKCOUNT=38
POSTSYNTHREGISTERBITS=38
ENDPOINT_OF_THE_MOST_CRITICAL_REGISTER_TO_REGISTER_PATH='u_accumulator.acc_out[20]$_DFFE_PP0P_'
RUN_STATUS='finished clean'
CRITICAL_PATH.ENDPOINT_TYPE='flop'
CTSROOTBUFFERMASTER='sky130_fd_sc_hd__clkbuf_8'
FINALCLOCKPERIODUSAGE=0.874
FP-UTILIZATION=0.521
MAX_FREQ_MHz=173
RSZ0062_AT_GRT='false'
SYNTHESIS.AREA_PER_INSTANCE_SQ_UM=9.94
NUMCTSBUFFERS=5
CRITPATHLAUNCHTYPE='input pin'
SYNTH.YOSYS.SEQ_AREA_SHARE=0.196
CRIT_PATH_CELL_TRACE='clkdlybuf4s50_1 -> mux2_2 -> ha_1 -> inv_1 -> fa_1 -> inv_1 -> fa_1 -> ha_1 -> o211ai_1 -> or2_1 -> a211oi_2 -> nor4b_4 -> o311ai_2 -> xor2_1 -> mux2_2'
CTS_REPAIR_RESIZE_COUNT=0
CTS.REPORTEDPATHS.CLKPINSLEW_NS=0.08
NUMBER_OF_ANTENNA_VIOLATIONS_AT_THE_FIRST_CHECK_IN_GLOBAL_ROUTING=0
POST_ROUTE_CELLS_DRIVE_ABOVE_1_SHARE=0.126
SYNTH_CELLS=489
ROUTED_VIA_DENSITY=5.13
SYNTH.YOSYS.CHIP_AREA_SQ_MM=0.00486
I_O_PINS=53
YOSYSUNIQUECELLTYPES=61
NUM_VIAS=3465
GR-TOTAL-OVERFLOW=0
HTREEDEPTH=2
PLACEABLECOREAREA_SQ_MM=0.00933
WORST_SKEW_PAIR.LATE_LATENCY_NS=0.29
AREA_GROWTH_SYN_TO_LAYOUT_PCT=16.2
DRT.ANTENNA.VIOLATING_NETS=0
WORST-R2R-SETUP-SLACK_NS=2.36
LAYOUT.CORE_UTILIZATION=0.606
CLOCK_TREE_FROM_TRITONCTS='built'
WIRE_LENGTH_OF_THE_FIRST_GLOBAL_ROUTING_PASS_MM=17.3
DRC_VIOLATIONS_LEFT=0
POST-ROUTE-MIN-PERIOD_NS=5.77
CRITPATHLAUNCH='in_a[3]'
-- cells in the mapped netlist, drive strengths merged (2+ instances only) --
cell,instances,area (sq um)
a41oi,3,45.1
nor2,18,75.1
nand4,5,31.3
a31o,2,17.5
nor2b,8,50.1
clkbuf,3,11.3
a21oi,21,109
inv,103,387
nor3,4,25.0
xor2,5,43.8
or2,2,12.5
mux2,32,360
and3,5,32.5
a31oi,3,33.8
fa,54,1080
nand3,8,40.0
buf,8,47.5
o21ai,8,40.0
nand2,14,52.6
a211oi,3,37.5
ha,53,663
a21o,11,82.6
o211ai,3,22.5
o31ai,4,35.0
nand2b,3,18.8
o311ai,2,25.0
o21a,5,38.8
a211o,3,27.5
and2,26,164
dfrtp,38,951
xnor2,18,158
-- cell usage in the layout, fill, tap and decap left out, types with 17 or more instances in the layout --
| master | instances |
|---|---|
| sky130_fd_sc_hd__xnor2_1 | 18 |
| sky130_fd_sc_hd__mux2_2 | 32 |
| sky130_fd_sc_hd__and2_1 | 25 |
| sky130_fd_sc_hd__inv_1 | 103 |
| sky130_fd_sc_hd__ha_1 | 53 |
| sky130_fd_sc_hd__nor2_1 | 17 |
| sky130_fd_sc_hd__fa_1 | 54 |
| sky130_fd_sc_hd__clkdlybuf4s50_1 | 51 |
| sky130_fd_sc_hd__dfrtp_1 | 38 |
| sky130_fd_sc_hd__a21oi_1 | 20 |
-- cell type report --
| cell class | instances | area [sq um] |
|---|---|---|
| fill | 845 | 3680 |
| multi-input combinational | 337 | 3470 |
| sequential | 38 | 951 |
| timing repair buffer | 60 | 576 |
| inverter | 103 | 387 |
| tap | 129 | 161 |
| clock buffer | 5 | 68.8 |
| clock inverter | 3 | 40.0 |
-- cell families after synthesis --
family,Yosys count,synth area share
compound gates,76,0.122
xor+xnor,23,0.0414
fa+ha+maj,107,0.359
buf+inv,114,0.0916
flops,38,0.196
mux,33,0.0762
simple gates,98,0.115
-- through the flow --
step / hold WS [ns] / cell area [sq um]
3_5_place_dp: 0.494 / 5540
2_1_floorplan: 0.456 / 4860
6_report: 0.508 / 5650
4_1_cts: 0.514 / 5650
3_3_place_gp: 0.489 / 5540
5_1_grt: 0.518 / 5650
-- state kept, by name, summed over array words and instances, names as in the netlist --
signal,cells
u_input_register.reg_b,8
u_accumulator.acc_out,26
u_input_register.reg_a,4
-- per-layer routing --
metal | part of all wire | routed length, microns | global-route usage
met5 | 0 | 0 | 0
met4 | 0.015 | 153 | 0.0279
met3 | 0.036 | 372 | 0.0324
met2 | 0.51 | 5220 | 0.404
met1 | 0.44 | 4470 | 0.339
-- how the worst min path moves through the flow --
stage / startpoint / endpoint / slack (ns) / depth (start not counted)
finish: u_input_register.reg_b[3]$_DFFE_PP0P_ / u_input_register.reg_b[3]$_DFFE_PP0P_ / 0.51 / 1
global route: u_input_register.reg_a[0]$_DFFE_PP0P_ / u_input_register.reg_a[0]$_DFFE_PP0P_ / 0.52 / 1
CTS: u_input_register.reg_a[0]$_DFFE_PP0P_ / u_input_register.reg_a[0]$_DFFE_PP0P_ / 0.51 / 1
